**/design/flow/config.mk**
```make
export PLATFORM = sky130hd
export DESIGN_NAME = stepm
export DESIGN_NICKNAME = stepm
export VERILOG_FILES = /design/flow/design.v
export SDC_FILE = /design/flow/constraint.sdc
export NUM_CORES = 4
export LEC_CHECK = 1
export CORE_AREA = 10 10 92 92
export DIE_AREA = 0 0 102 102
```
**/design/flow/constraint.sdc**
```tcl
current_design stepm

set clk_period 3.5
set clk_io_pct 0.2

create_clock -name clk0 -period $clk_period [get_ports {clk}]

set non_clock_inputs [all_inputs -no_clocks]
set_input_delay [expr $clk_period * $clk_io_pct] -clock clk0 $non_clock_inputs
set_output_delay [expr $clk_period * $clk_io_pct] -clock clk0 [all_outputs]
```
**/design/flow/design.v**
```verilog
module stepm(clk, rst, dir, step_ctrl, dout);
    input clk, rst, dir;
    input [1:0] step_ctrl;
    output [3:0] dout;
    reg [3:0] dout;
    reg [20:0] dclk;
    reg div_clk;
    always @(posedge clk)
    begin
        dclk = dclk + 1;
    end
    always @(posedge clk)
    begin
        case(step_ctrl)
            2'b00: div_clk = dclk[20];
            2'b01: div_clk = dclk[18];
            2'b10: div_clk = dclk[16];
            2'b11: div_clk = dclk[14];
        endcase
    end
    always @(posedge div_clk)
    begin
        if (!rst)
            dout = 4'b1001;
        else
        begin
            case(dir)
                1'b0: dout = {dout[0], dout[3:1]};
                1'b1: dout = {dout[2:0], dout[3]};
            endcase
        end
    end
endmodule
```
**/design/flow/run.sh**
```bash
#!/bin/bash
# OpenROAD 26Q1-2900-gdf79404cd8, Yosys 0.63+post, stock flow scripts
make -C /OpenROAD-flow-scripts/flow DESIGN_CONFIG=/design/flow/config.mk WORK_HOME=/design/flow/orfs finish
```
==> run summary <==
TritonCTS clock tree -> done
Congestion Overflow GR -> 0
Slew headroom -> 0.8462
register pins left without a clock -> 4
drt via density -> 3.350
Gates resized, CTS repair -> 0
routability congestion estimate -> 0.6924
Max Clock Skew -> 0.003345 ns
area grow syn2layout -> 24.50%
Post-Syn Area -> 996.0 um^2
clk buf depth -> 2
Worst-path clk slew -> 0.08 ns
port buffer count -> 8
Crit path depth -> 5
Core Util at FP -> 0.1542
CTS Root Cell -> clkbuf_8
total track usage -> 0.02944
min-delay worst type -> flip-flop to flip-flop
Final Max Slew Viols -> 0
ys async rst share -> 0
Critical path origin -> dclk[0]$_DFF_P_
# Cells Yosys -> 92
Seq pwr share -> 0.508
Chip Area -> 10,400 um^2
Hold Buf Count CTS -> 0
Final min period -> 1.633 ns
io pins -> 9
syn_area_per_cell -> 10.83 um^2
reg2reg start -> dclk[0]$_DFF_P_
CP Capture Type -> flip-flop
Top cell area share -> 0.5226
worst setup path endpoint -> dclk[20]$_DFF_P_
RSZ-0062 raised after global routing -> false
tool warnings -> 25
Die Wd -> 102 um
Synth Instances -> 92
slowest stage delay, CP -> 0.56 ns
Crit Path Class -> flip-flop to flip-flop
P_int -> 409.2 uW
Leak -> 0.4842 nW
vias in the first global route -> 549
H-tree Lvls -> 1
Detailed Route WL -> 1463 um
Buf+Inv Stages, Crit Path -> 0
area figure in the yosys stat output -> 996.0 um^2
row cnt -> 29
Data required, critical path -> 3.69 ns
outcome -> complete, no violations
antenna cells -> 0
EDFF count, synth -> 0
Cell Type Count -> 19
largest cells by area after synthesis -> dfxtp_1, xor2_1, xnor2_1
Inserted Clock Buffers -> 3
maxcap violations -> 0
clock share of power -> 0.474
FF-to-FF setup slack -> 1.87 ns
hpwl dp -> 1089 um
combinational gate area -> 464.2 um^2
FF-to-FF path depth -> 5
hold slack -> 0.4189 ns
WL per Instance -> 8.128 um
routed via count -> 603
DRT iter0 DRCs -> 37
Synth Warn # -> 1
final setup vio count -> 0
Cell Chain, Critical Path -> ha_1 > nand3_1 > or4_4 > nor2_2 > xor2_1
Synth top cells by count -> dfxtp_1, xor2_1, xnor2_1, nand3_1, nand2_1
switching part of the total -> 0.1698
VDD IR-drop max -> 0.1912 mV
register area -> 520.5 um^2
worst-margin pin slew -> 0.2304 ns
area leader, netlist -> dfxtp_1
Util after Layout -> 0.1920
Pwr Total -> 492.9 uW
DR DRC count -> 0
design area -> 1240 um^2
switching power -> 83.71 uW
Gate power share -> 0.019
DRT antenna net count -> 0
Die H -> 102 um
top-count cell post-synth -> dfxtp_1
Worst path slowest cell -> or4_4
cell family with the largest share of critical-path delay -> simple AND/OR/NAND/NOR gates
Worst-Skew Late Latency -> 0.26 ns
r2r endpoint -> dclk[20]$_DFF_P_
antenna violations before repair -> 0
DRT Pass-1 Iters -> 3
largest net degree at the start of global routing -> 14
cycle use final -> 0.4665
fmax -> 612.5 MHz
Post-synth regs -> 26
power density cells -> 397.5 nW/um^2
post-synthesis sequential area ratio -> 0.5226
fillcell total -> 711
crit path launch type -> flip-flop
setup TNS -> 0 ns
Post CTS Setup Buffer Count -> 0
Fin. Hold Viols -> 0
placed inst area -> 1169 um^2
ys flop type -> dfxtp_1
crit path max fanout -> 4
Arr. time, crit path -> 1.83 ns
endpoints left unconstrained -> 8
core area -> 6459 um^2
first-pass GRT wire length -> 2559 um
layout cells sized above 1 -> 0.1262
[area by class of cell]
type,instances,share of cell area
Clock inverter,1,0.02422
Multi-Input combinational cell,63,0.3744
Timing Repair Buffer,8,0.06458
Clock buffer,3,0.03330
Inverter,2,0.006054
Sequential cell,26,0.4198
Tap cell,77,0.07770
[cell families after synthesis]
group,synth area share
adder cells (fa/ha/maj),0.01256
flip-flops,0.5226
XOR/XNOR,0.1671
AND/OR/NAND/NOR,0.2236
multiplexers,0.06281
buffers and inverters,0.01131
[flip-flops by register name, indices dropped and copies added, names as in the netlist]
signal and cells:
dclk 21, dout 4, div_clk 1
[how the worst min path moves through the flow]
stage / slack (ns) / cells after the start / endpoint / startpoint
CTS: 0.42 / 1 / dclk[0]$_DFF_P_ / dclk[0]$_DFF_P_
global route: 0.46 / 1 / dclk[0]$_DFF_P_ / dclk[0]$_DFF_P_
finish: 0.42 / 1 / dclk[0]$_DFF_P_ / dclk[0]$_DFF_P_
[stage by stage]
step / setup WS [ns] / std cells
2_1_floorplan: 2.016 / 92
3_3_place_gp: 1.709 / 176
3_5_place_dp: 1.701 / 176
4_1_cts: 1.849 / 180
5_1_grt: 1.700 / 180
6_report: 1.867 / 180
[layout by cell type, fill, tap and decap left out]
master           netlist  final
nor2_1                 6      6
mux2i_1                4      4
dfxtp_1               26     26
nor3_1                 3      3
nor2_2                 3      3
mux4_2                 1      1
nand4_1                4      4
or2_2                  1      1
xnor2_1                9      9
nand4_2                1      1
inv_1                  2      2
ha_1                   1      1
clkdlybuf4s50_1        0      8
or4_4                  2      2
nand3_1                8      8
nand4_4                1      1
bufinv_16              0      1
xor2_1                10     10
nor2b_1                2      2
nand2_1                7      7
clkbuf_8               0      3
[metal layers]
metal / wire, um / track usage / up-vias
met5: 0 / 0 / -
met4: 32 / 0.005423 / 0
met3: 129 / 0.01431 / 2
met2: 550 / 0.03852 / 10
met1: 750 / 0.04293 / 257
li1: - / - / 334
[power groups by stage]
stage	Sequential, mW	Combinational (mW)	Clock, mW
4_1_cts	0.250	0.00924	0.240
5_1_grt	0.250	0.0101	0.250
6_report	0.250	0.00923	0.233
Power and IR drop assume default switching activity.
