===== /design/flow/run.sh =====
#!/bin/bash
# OpenROAD 26Q1-2900-gdf79404cd8, Yosys 0.63+post, stock flow scripts
make -C /OpenROAD-flow-scripts/flow DESIGN_CONFIG=/design/flow/config.mk WORK_HOME=/design/flow/orfs finish

===== /design/flow/config.mk =====
export PLATFORM = sky130hd
export DESIGN_NAME = jboothMultiplier
export DESIGN_NICKNAME = jboothMultiplier
export VERILOG_FILES = /design/flow/design.v
export SDC_FILE = /design/flow/constraint.sdc
export NUM_CORES = 4
export LEC_CHECK = 1
export CORE_AREA = 10 10 74 74
export DIE_AREA = 0 0 84 84

===== /design/flow/constraint.sdc =====
current_design jboothMultiplier

set clk_period 5.5
set clk_io_pct 0.2

create_clock -name clk0 -period $clk_period

set non_clock_inputs [all_inputs -no_clocks]
set_input_delay [expr $clk_period * $clk_io_pct] -clock clk0 $non_clock_inputs
set_output_delay [expr $clk_period * $clk_io_pct] -clock clk0 [all_outputs]

===== /design/flow/design.v =====
module jboothMultiplier(PRODUCT, A, B);
    output reg signed [7:0] PRODUCT;
    input signed [3:0] A, B;
    reg [1:0] temp;
    integer i;
    reg e;
    reg [3:0] B1;
    always @(A, B)
    begin
        PRODUCT = 8'd0;
        e = 1'b0;
        B1 = -B;
        for (i = 0; i < 4; i = i + 1)
        begin
            temp = {A[i], e};
            case (temp)
                2'd2: PRODUCT[7:4] = PRODUCT[7:4] + B1;
                2'd1: PRODUCT[7:4] = PRODUCT[7:4] + B;
            endcase
            PRODUCT = PRODUCT >> 1;
            PRODUCT[7] = PRODUCT[6];
            e = A[i];
        end
    end
endmodule
module jboothMultiplierTb;
    wire [7:0] Y;
    reg [3:0] A, B;
    jboothMultiplier jbm(Y, A, B);
    initial
    begin
        A = 2; B = 2; #10;
        A = 3; B = 3; #10;
        A = 3; B = 4; #10;
        A = 3; B = -4; #10;
        A = 3; B = 5; #10;
        A = 0; B = 0; #10;
        A = 1; B = 1; #10;
        A = 15; B = 15; #10;
        A = 2; B = 6; #10;
    end
endmodule

==> Slide: Implementation Results <==
Implementation Results

Status
  – Status: complete, but fails checks
  – Failing checks: negative setup slack

Critical path
  – CP Data Arrival Time: 4930 ps
  – WP data required: 4400 ps
  – Crit-path slowest cell: or4_4
  – Critical path startpoint category: primary input
  – CP max stage delay: 550 ps
  – Critical path endpoint category: primary output
  – CP Launch Point: B[3]
  – Worst-path fanout max: 3
  – Critical Path End: PRODUCT[7]
  – CP cell instances: buf_6 -> or4_4 -> nand3_4 -> inv_2 -> ha_4 -> a21oi_4 -> or4b_4 -> a32oi_4 -> inv_2 -> ha_4 -> a21oi_2 -> xnor3_1 -> nor2b_4 -> xnor2_2 -> ha_1 -> buf_6 -> a21oi_4 -> xnor2_1 -> nor2_1 -> xor2_1 -> buf_2
  – Setup Crit Path Kind: in2out

Synthesis
  – YS chip area: 749 um2
  – Yosys warnings: 1
  – Avg Inst Size Synth: 8.06 um2
  – Yosys stat cell total: 93
  – Synth cell types: 27
  – Seq/Total Area, Yosys: 0
  – Cells after Synth: 93
  – Mapped Area: 749 um2

Power
  – Static leakage: 0.632 nW
  – Pwr dens: 210 mW/mm2
  – Worst IR Drop VDD: 0.144 mV

Timing
  – Final Hold Vio Count: 0
  – Maximum clock frequency: 166 MHz
  – Unrepaired setup endpoints after global routing: true
  – Min cycle time layout: 6030 ps
  – Final worst-path cycle share: 1.10
  – Worst Tran Pin Value: 274 ps
  – # setup viols final: 5
  – Slew Limit Fails: 0
  – Fin Setup TNS: -1960 ps
  – Relative slew slack: 0.816
  – Final worst slack: -531 ps

Cells and area
  – Flop area: 0 um2
  – Number of sequential cells: 0
  – Most instantiated logic cells after routing: 30 x buf_4, 8 x nor2_1, 8 x inv_1
  – Area delta synth->final: 80.1%
  – Fill cells: 394
  – Share of layout cells above drive strength 1: 0.569
  – Clock buffer cells: 0
  – Most frequent logic cell in the layout: buf_4

Floorplanning
  – Fp_density: 0.189
  – Number of I/O pins: 16
  – Die height: 84 um
  – Core Region: 0.00397 mm2
  – # rows: 23
  – Die Size: 0.00706 mm2
  – Die Wd: 84 um

Job
  – OpenROAD warnings: 35
  – Max_cap viols: 0

Global routing
  – First-pass GRT wire length: 3.57 mm
  – Gr usage total: 0.0576
  – Initial antenna violation count: 0
  – Number of global-route vias before repair: 820
  – Largest net degree at the start of global routing: 8
  – Remaining Overflow, GRT: 0

Routing
  – Vias per cell: 4.14
  – DRC errors left: 0
  – Routed WL per cell: 11.3 um
  – Post-DRT Antenna Nets: 0
  – DRT Pass-1 Iters: 3
  – Initial DRC Count: 39
  – Via Count: 774
  – N_diodes: 0
  – Routed WL: 2.11 mm

Placement
  – DP Worst Slack: -1400 ps
  – Post-DP HPWL: 1.70 mm
  – RePlAce Congestion: 0.830
  – Port Buffer Count: 16

Clock tree
  – Post-CTS Hold Fix Bufs: 0

Hold path
  – Hold depth: 3
  – Hold path startpoint: B[0]
  – HP Class: in2out
## metrics by stage
| step | hold WS, ps | instances | power [mW] | utilization | area [um2] |
|---|---|---|---|---|---|
| 2_1_floorplan | 2230 | 93 | 0.146 | - | 826 |
| 3_3_place_gp | 3250 | 183 | 0.252 | 0.308 | 1220 |
| 3_5_place_dp | 3270 | 183 | 0.254 | 0.308 | 1220 |
| 4_1_cts | 2850 | 186 | 0.272 | 0.330 | 1310 |
| 5_1_grt | 2870 | 187 | 0.320 | 0.340 | 1350 |
| 6_report | 2840 | 187 | 0.283 | 0.340 | 1350 |
## repair_timing
action / 4_1_cts / 5_1_grt
resized: 50 / 15
pin swaps: 18 / 16
setup buffers: 3 / 1
setup endpoints to repair: 5 / 5
## worst max-delay path: cells and delay by family
family	cells	cell delay, ps
AOI/OAI and AO/OA	4	650
buffers and inverters	5	450
adders and majority gates	3	750
and+or+nand+nor	5	1370
xor gates and xnor gates	4	590
## report_power, final
group / total, mW / switching, mW / internal, mW
clock: 0 / 0 / 0
combinational: 0.283 / 0.110 / 0.173
sequential: 0 / 0 / 0
## cell type report
type                       instances  area (um2)  area share
inverter                          12        45.0      0.0334
multi-input combinational         78         861       0.638
tap                               50        62.6      0.0463
timing repair buffer              47         382       0.283
## kinds of logic after synthesis
logic type	after synthesis	share of synthesized area
AOI/OAI and AO/OA	16	0.164
buffers and inverters	15	0.0901
and+or+nand+nor	26	0.175
muxes	8	0.120
xor gates and xnor gates	13	0.170
adders and majority gates	15	0.280
## routing by layer
layer	track usage	vias to the layer above	wire length, um
li1	-	406	-
met1	0.0745	357	1010
met2	0.103	9	1020
met3	0.00591	2	56
met4	0.00457	0	15
met5	0	-	0
## worst min-delay path by stage
| stage | endpoint | slack (ps) |
|---|---|---|
| 5_1_grt | PRODUCT[0] | 2870 |
| 4_1_cts | PRODUCT[0] | 2850 |
| 6_report | PRODUCT[0] | 2840 |
## cells in the mapped netlist
cell type | count | area share
ha_1 | 12 | 0.20
inv_1 | 12 | 0.060
nor2_1 | 10 | 0.050
mux2_2 | 8 | 0.12
nand2_1 | 6 | 0.030
xnor2_1 | 6 | 0.070
xor2_1 | 6 | 0.070
a21oi_1 | 4 | 0.027
a21o_1 | 3 | 0.030
fa_1 | 3 | 0.080
o21ai_0 | 3 | 0.020
a31oi_1 | 2 | 0.017
and2_1 | 2 | 0.017
nand3_1 | 2 | 0.013
o31ai_1 | 2 | 0.020
a32oi_4 | 1 | 0.037
buf_4 | 1 | 0.010
buf_6 | 1 | 0.015
clkbuf_1 | 1 | 0.0050
nor2b_1 | 1 | 0.0084
nor3_1 | 1 | 0.0067
o211a_2 | 1 | 0.013
or2_2 | 1 | 0.0084
or4_1 | 1 | 0.010
or4b_1 | 1 | 0.013
or4b_4 | 1 | 0.018
xnor3_1 | 1 | 0.030
No activity file was given, so power comes from the tool's default toggle rates.
